`design.v`:
```
module booth_controlpath(LdA,LdQ,LdM,clrA,clrQ,clrff,sftA,sftQ,data_in,addsub,qm1,clk,q0,start,done,decr,ldcnt,eqz,reset);
	input [15:0] data_in;
	input qm1,q0,start,clk,eqz,reset;
	output reg LdA,LdM,LdQ,sftA,sftQ,clrA,clrQ,clrff,addsub,done,decr,ldcnt;
	reg [2:0] state;
	parameter S0 = 3'b000, S1 = 3'b001, S2 = 3'b010, S3 = 3'b011, S4 = 3'b100, S5 = 3'b101, S6 = 3'b110;
	always@(posedge clk)
	begin
	  if(reset) state <= S0;
		else begin
		case(state)
			S0: if(start) state <= S1;
			S1: state <= S2;
			S2: #2 if({q0,qm1} == 2'b01) state <= S3;
			    else if({q0,qm1} == 2'b10) state <= S4;
					else state <= S5;
			S3: state <= S5;	
			S4: state <= S5;			
			S5: #2 if({q0,qm1} == 2'b01 && !eqz) state <= S3;
			    else if({q0,qm1} == 2'b10 && !eqz) state <= S4;
					else if(eqz) state <= S6;
			S6: state <= S6;
			default: state <= S0;
        endcase
        end
	end
	always@(state)
	begin
		case(state)
			S0: begin clrA = 0; LdA = 0; sftA = 0; clrQ = 0; LdQ = 0; sftQ = 0; LdM = 0; clrff= 0; done = 0; end
			S1: begin clrA = 1; clrff = 1; ldcnt = 1; LdM = 1; end
			S2: begin clrA = 0;clrff = 0; ldcnt = 0; LdM = 0; LdQ = 1; end
			S3: begin LdQ = 0; LdA = 1; addsub = 1; sftA = 0; sftQ = 0; decr =0; end
			S4: begin LdQ = 0; LdA = 1; addsub = 0; sftA = 0; sftQ = 0; decr =0; end
			S5: begin sftA = 1; sftQ = 1; LdA = 0; LdQ = 0; decr = 1; end
			S6: done = 1;
			default: begin clrA = 0; sftA = 0; LdQ = 0; sftQ = 0; end 
		endcase
	end
endmodule
```
`run.sh`:
```
#!/bin/bash
# OpenROAD 26Q1-2900-gdf79404cd8, Yosys 0.63+post, stock flow scripts
make -C /OpenROAD-flow-scripts/flow DESIGN_CONFIG=/design/flow/config.mk WORK_HOME=/design/flow/orfs finish
```
`config.mk`:
```
export PLATFORM = sky130hd
export DESIGN_NAME = booth_controlpath
export DESIGN_NICKNAME = booth_controlpath
export VERILOG_FILES = /design/flow/design.v
export SDC_FILE = /design/flow/constraint.sdc
export NUM_CORES = 4
export LEC_CHECK = 1
export CORE_AREA = 10 10 75 75
export DIE_AREA = 0 0 85 85
```
`constraint.sdc`:
```
current_design booth_controlpath

set clk_period 1.0
set clk_io_pct 0.2

create_clock -name clk0 -period $clk_period [get_ports {clk}]

set non_clock_inputs [all_inputs -no_clocks]
set_input_delay [expr $clk_period * $clk_io_pct] -clock clk0 $non_clock_inputs
set_output_delay [expr $clk_period * $clk_io_pct] -clock clk0 [all_outputs]
```
==> Slide: Implementation Results <==
Flow Results at a Glance

Outcome
  – Status: completed

Synth
  – Syn Std Cell Area: 441.7 µm²
  – Post-synth top area cell: dfxtp_1
  – Top area cell types: dfxtp_1 (32%), dlxtn_1 (27%), buf_4 (5.1%), nor2_1 (4.2%), nor4b_1 (4.0%)
  – # Cells Yosys: 45
  – Yosys top cell by instances: dlxtn_1
  – Yosys stat chip area: 441.7 µm²
  – Synth top area share: 0.3173
  – Post-synth EDFFs: 0
  – Cells after Synth: 45
  – Yosys cell types: 19
  – Most common library cells after synthesis: dlxtn_1 (8), dfxtp_1 (7), nor2_1 (5)
  – Synth flops: 16
  – Ys flop type: dlxtn_1
  – Synth Warn #: 1
  – Ys async rst share: 0
  – Syn avg cell area: between 9 and 10 µm²

Final layout
  – Register name with the most flops: state
  – Fillers: 430
  – Max reg flops: 7
  – Layout area overhead: 64.87%
  – Non-filler cells, final: between 100 and 150
  – Layout cells sized above 1: 0.1875

Global route
  – Largest net degree at the start of global routing: 7
  – Vias in the first global route: 392
  – Global-route wire length before repair: 1711 µm
  – Overflow after GRT: 0
  – Total track usage: 0.02772
  – Initial antenna violation count: 0

Floorplanning
  – Die H: roughly 85 µm
  – Core Area: ~0.004 mm²
  – Overall chip area: 0.007225 mm²
  – Row cnt: 23
  – I/O pin count: 34
  – Die Width: 85 µm
  – Core Util at FP: 0.1088

Final timing
  – Max Freq: 1.055 GHz
  – Clock Skew: 0.001175 ns
  – Cycle use final: 0.9476
  – Min Hold Slack: 0.2507 ns
  – Min Tclk post-route: 0.9476 ns
  – Min setup slack post-route: roughly 0.052 ns
  – RSZ-0062 raised after global routing: no
  – Final hold viol count: 0
  – Endpoints left unconstrained: 20
  – Final Max Tran Viols: 0
  – Final Setup Violations: 0
  – Register pins left without a clock: 9

Hold path
  – Hold wc startpoint: eqz
  – Hold EP: state[3]
  – Hold WC Path Type: primary input to flop
  – Worst Hold Depth: 3

Critical path
  – WS Path Type: primary input to flop
  – Crit end category: flop
  – Slowest CP cell: clkdlybuf4s50_1
  – Setup crit start kind: primary input
  – Worst-path cell chain: clkdlybuf4s50_1 > xnor2_1 > o21ai_2 > a21oi_1
  – Worst reg2reg path depth: 3
  – Required time of the critical path: 1.15 ns
  – Max incr delay on CP: about 0.46 ns
  – Reg-to-Reg End: state[6]
  – Critical Path AT: roughly 1.1 ns
  – Register-to-register setup slack: 0.17 ns
  – FF-to-FF Start: state[5]
  – Worst Path Max Fanout: 3

Detailed routing
  – Via count: 356
  – Antenna Cells: 0
  – DRT Pass-1 Iters: 2
  – Drt wl/cell: 8.947 µm
  – Drt via density: roughly 3.1
  – Initial drt markers: 11
  – Final wirelength: 1020 µm
  – DR DRC count: 0
  – Final ANT Viol Nets: 0

Placed design
  – Number of buffers added on ports: 16
  – Placed cell count: about 110
  – Post-Place Setup Slack: -0.2452 ns
  – Routability Congestion: 0.7266
  – Final HPWL DP: 855.2 µm

Power and ir drop
  – Peak supply drop: 0.2693 mV
  – Power Dens Cells: 1099 mW/mm²
  – P_leak: ~0.31 nW

Clock tree
  – CTS Buf Count: 3
  – Setup Buffers After CTS: 0
  – # hold bufs at CTS: 0
  – CTS tree: built
  – Root Buffer: clkbuf_8
  – H-Tree Level Count: 1
  – Clk Latency, worst-skew pair: 0.22 ns
  – Clk buf depth: 2
  – Clk slew on worst S/H paths: 0.04 ns

Run
  – Max cap viols: 0
  – Log Warnings: 41
-- how the worst max path moves through the flow --
stage,from,slack (ns),end,depth (start not counted)
4_1_cts,eqz,0.008,state[1],4
5_1_grt,qm1,0.0004,state[5],4
6_report,q0,0.05,state[5],4
-- layer usage --
| layer | wire length (µm) | GRT usage | vias up | share of wire |
|---|---|---|---|---|
| li1 | - | - | 177 | - |
| met5 | 0 | 0 | - | 0 |
| met1 | 404 | 0.02595 | 163 | 0.40 |
| met3 | 184 | 0.02312 | 2 | 0.18 |
| met4 | 9 | 0.008982 | 0 | 0.0088 |
| met2 | 422 | 0.04428 | 14 | 0.41 |
-- cells in the final DEF (no fill, tap or decap) --
master           count
nor2_1               4
nor3_1               2
a21o_1               1
nor2_4               1
inv_1                4
clkdlybuf4s50_1     15
or3_1                1
nor4b_2              2
dfxtp_1              7
conb_1               1
a21oi_1              2
or2_2                2
o21ai_2              1
dlxtn_1              8
and2b_2              1
xnor2_1              1
nor3b_1              1
nand2b_1             1
clkbuf_1             1
nor2b_1              1
clkbuf_8             3
dlymetal6s2s_1       1
buf_4                2
dlxtp_1              1
-- critical path, delay by kind of cell --
family	cells	cell delay (ns)
xor+xnor	1	0.24
compound gates	2	0.19
buf+inv	1	0.46
-- power by group --
group          switching, mW  internal, mW  leakage [nW]
logic                 0.0293        0.0570         0.158
registers             0.0137         0.315         0.128
clock network          0.111         0.275        0.0228
-- timing repair --
item,4_1_cts,5_1_grt
resized,2,5
endpoints found under the setup margin,1,3
pin swaps,0,2
-- stage by stage --
| stage | setup TNS (ns) | total power [mW] | area (µm²) | util |
|---|---|---|---|---|
| 3_5_place_dp | -0.8618 | 0.4135 | 656.9 | 0.1619 |
| 3_3_place_gp | -0.7243 | 0.4110 | 656.9 | 0.1619 |
| 4_1_cts | 0 | 0.8103 | 704.4 | 0.1736 |
| 5_1_grt | 0 | 0.8410 | 728.2 | 0.1795 |
| 6_report | 0 | 0.8005 | 728.2 | 0.1795 |
| 2_1_floorplan | 0 | 0.3621 | 441.7 | - |
-- area by class of cell --
class / instances / area, µm² / area share
timing repair buffer: 18 / 177.7 / 0.2440
sequential: 16 / 275.3 / 0.3780
tap: 50 / 62.56 / 0.08591
multi-input combinational: 22 / 152.6 / 0.2096
clock buffer: 4 / 45.04 / 0.06186
inverter: 4 / 15.01 / 0.02062
-- logic make-up (layout without fill, tap and decap cells) --
| group | after synthesis | count (layout) | synth area share |
|---|---|---|---|
| XOR/XNOR | 1 | 1 | 0.01983 |
| AND-OR/OR-AND | 4 | 4 | 0.05099 |
| flip-flops | 7 | 7 | 0.3173 |
| other | 1 | 1 | 0.008490 |
| buffers and inverters | 7 | 26 | 0.08497 |
| latches | 9 | 9 | 0.3059 |
| AND/OR/NAND/NOR | 16 | 16 | 0.2125 |
Power figures rest on the tool's default switching activity, not on a simulated workload.
