[design.v]
module booth_datapath(LdA,LdQ,LdM,clrA,clrQ,clrff,sftA,sftQ,data_in,addsub,qm1,clk,eqz,decr,ldcnt,q0,reset);
	input [15:0] data_in;
	input clk,LdA,LdM,LdQ,sftA,sftQ,clrA,clrQ,clrff,addsub,decr,ldcnt,reset;
	output qm1,eqz,q0;
	wire [15:0] Z,A,M,Q;
	wire [4:0] count;
	assign eqz = ~|count;  
	assign q0 = Q[0];
	PIPO MR(M,data_in,LdM,clk,reset);
        shiftreg AR(A,A[15],Z,LdA,clrA,sftA,clk,reset);
	shiftreg QR(Q,A[0],data_in,LdQ,clrQ,sftQ,clk,reset);
	dff QM1(qm1,Q[0],clrff,clk,reset);
	ALU AS(Z,A,M,addsub);
	counter CN(count,decr,ldcnt,clk,reset);
endmodule
module PIPO(dout,din,ld,clk,reset);
	input [15:0] din;
	input clk,ld,reset;
	output reg [15:0] dout;
	always@(posedge clk)
	begin
	  if(reset) dout <= 0;
	  else if(ld) dout <= din;
	end
endmodule
module shiftreg(dout,s_in,din,ld,clr,sft,clk,reset);
        input [15:0] din;
	input s_in,ld,clr,sft,clk,reset;
	output reg [15:0] dout;
	always@(posedge clk)
	begin
	  if(reset) dout <= 0;
	  else if(clr) dout <= 0;
	  else if(ld) dout <= din;
	  else if(sft) dout <= {s_in,dout[15:1]};
	end
endmodule
module dff(dout,s_in,clr,clk,reset);
	input s_in,clr,clk,reset;
	output reg dout;
	always@(posedge clk)
	begin
	  if(reset) dout <= 0;
	  else if(clr) dout <= 0;
	  else dout <= s_in;
	end
endmodule
module ALU(dout,in1,in2,addsub);
	input [15:0] in1,in2;
	input addsub;
	output reg [15:0] dout;
	always@(*)
	begin
	  if(addsub ==1) dout = in1+in2;
	  else dout = in1-in2;
	end
endmodule
module counter(cnt,dec,ld,clk,reset);
	input dec,ld,clk,reset;
	output reg [4:0] cnt;
	always@(posedge clk)
	begin
	  if(reset) cnt <= 0;
	  else if(ld) cnt <= 5'b10000;
	  else if(dec) cnt <= cnt-1;
	end
endmodule
[run.sh]
#!/bin/bash
# OpenROAD 26Q1-2900-gdf79404cd8, Yosys 0.63+post, stock flow scripts
make -C /OpenROAD-flow-scripts/flow DESIGN_CONFIG=/design/flow/config.mk WORK_HOME=/design/flow/orfs finish
[config.mk]
export PLATFORM = sky130hd
export DESIGN_NAME = booth_datapath
export DESIGN_NICKNAME = booth_datapath
export VERILOG_FILES = /design/flow/design.v
export SDC_FILE = /design/flow/constraint.sdc
export NUM_CORES = 4
export LEC_CHECK = 1
export CORE_UTILIZATION = 40
[constraint.sdc]
current_design booth_datapath

set clk_period 9.9
set clk_io_pct 0.2

create_clock -name clk0 -period $clk_period [get_ports {clk}]

set non_clock_inputs [all_inputs -no_clocks]
set_input_delay [expr $clk_period * $clk_io_pct] -clock clk0 $non_clock_inputs
set_output_delay [expr $clk_period * $clk_io_pct] -clock clk0 [all_outputs]
==> job_summary.md <==
### Yosys + OpenROAD results

| Metric | Value |
|---|---|
| Post-Synthesis Cell Area | `0.00331 mm^2` |
| Final std cells w/o fill | `519` |
| R2R Path Start | `MR.dout[0]` |
| Vias | `2614` |
| Post-synth regs | `54` |
| Setup violators final | `0` |
| Slew @ Worst Pin | `478 ps` |
| Crit path DRT | `10110 ps` |
| Unrepaired setup endpoints after global routing | `no` |
| Die area | `0.00864 mm^2` |
| Max Fanout on Critical Path | `15` |
| DRT Pass-1 Iters | `4` |
| Min-Delay Path Class | `reg -> reg` |
| Hold depth | `1` |
| Total tool warning count | `30` |
| Lkg Pwr | `0.00166 uW` |
| Synth warn | `5` |
| Die width | `93.0 um` |
| Post-route DRC | `0` |
| P_sw | `160 uW` |
| Synth Instances | `392` |
| Number of enable flip-flop cells | `0` |
| Clock share of power | `25.2%` |
| Antenna violation net count after detailed routing | `0` |
| Final wirelength | `6.53 mm` |
| Main synth FF type | `dfxtp_1` |
| Placed cell area | `0.00372 mm^2` |
| Design area | `0.00380 mm^2` |
| Core area | `0.00785 mm^2` |
| Cell-internal power | `344 uW` |
| Initial core utilization | `42.2%` |
| Cycle use final | `48.5%` |
| Placed Cells | `512` |
| Post-CTS sizing | `0` |
| Hold WS | `495 ps` |
| Worst setup margin | `5090 ps` |
| Post-CTS Setup Inserts | `0` |
| Yosys stat area | `0.00331 mm^2` |
| Max_slew headroom | `68.0%` |
| MaxCap Viol Count | `0` |
| Logic area | `0.00211 mm^2` |
| Yosys cell count | `392` |
| Share of the synthesized area in the top cell type | `32.7%` |
| Comb pwr share | `27.4%` |
| Crit path launch type | `input pin` |
| Seq/Total Area, Yosys | `32.7%` |
| Critical path class | `in -> reg` |
| Filler Cell Count | `767` |
| Status | `complete, no violations` |
| CTS sink cnt | `54` |
| Iter 0 DRT Violations | `73` |
| Detailed Place HPWL | `4.90 mm` |
| Fin Setup TNS | `0 ps` |
| Clock transition at path regs | `110 ps` |
| Post-synth cell types | `48` |
| Worst Hold Path EP | `QM1.dout` |
| Fmax | `208 MHz` |
| Area grow syn2layout | `15.0%` |
| Clk latency late pin | `310 ps` |
| Reg-to-Reg End | `AR.dout[14]` |
| Ports | `32` |
| Initial antenna violation count | `0` |
| Worst reg2reg path depth | `11` |
| First-pass GRT wire length | `11.4 mm` |
| Layout cells sized above 1 | `6.00%` |
| Hold violation count in the final report | `0` |
| Place WS | `4770 ps` |
| Vias in the first global route | `2417` |
| CP Capture Type | `register` |
| CTS Buffer Depth | `2` |
| Worst min-delay path startpoint | `QR.dout[0]` |
| Die Y-Extent | `93.0 um` |
| Row count | `32` |
| FF+latch area | `0.00108 mm^2` |
| Post-cts hold-fix buffer tally | `0` |
| Synth async-reset ratio | `0%` |
| Syn Area/Cell | `8.44 um^2` |
| WP data arrival | `5020 ps` |
| Slew Viols, Final | `0` |
| CTS tree | `yes` |
| IO buf count | `31` |
| Worst VDD drop | `0.0000700 V` |
| Reg2Reg Setup Slack | `6840 ps` |
| Cell taking the most area after synthesis | `dfxtp_1` |
| Clock skew | `7.05 ps` |
| Via/cell ratio | `5.04` |
| H-tree levels | `2` |
| Flop pwr share | `47.3%` |
| GRT Total Usage | `16.3%` |
| Gpl congestion | `0.822` |
| Ant diodes | `0` |
| Top cells, area | `dfxtp_1 33%, mux2i_1 12%, nor2_1 9.3%` |
| Crit path time final | `4810 ps` |
| Grt ovf | `0` |
| Largest net degree at the start of global routing | `33` |
| TritonCTS buffer count | `5` |
| Avg WL per Cell | `12.6 um` |
| Pwr/cell area | `133 mW/mm^2` |
| Root buf cell | `clkbuf_8` |
| Switch share | `31.8%` |
[power groups by stage]
stage / Sequential [uW] / Combinational [uW] / Clock, uW
CTS: 239 / 139 / 132
global route: 241 / 155 / 139
finish: 239 / 138 / 127
[synthesized netlist by cell type, drive strengths merged (6+ instances only)]
cell type,count
a211oi,14
a21o,6
a21oi,40
clkbuf,16
dfxtp,54
ha,22
inv,9
mux2i,41
nand2,14
nor2,82
nor3,9
o21ai,15
xnor2,11
xor2,17
[worst max-delay path: stages]
cell	delay [ps]
clkdlybuf4s50_1	770
mux2_2	430
fa_1	460
a211oi_1	220
o21ai_1	160
o2111ai_2	260
nor2_1	100
o31ai_1	300
nor4_1	80
a211o_1	270
[how the worst max path moves through the flow]
stage     depth (start not counted)  slack, ps           to    from
6_report                         10       5090  AR.dout[14]  addsub
5_1_grt                          10       4800  AR.dout[14]  addsub
4_1_cts                          10       5100  AR.dout[14]  addsub
[kinds of logic after synthesis]
logic type / synth area share, %
AOI/OAI and AO/OA: 16.9
xor gates and xnor gates: 7.41
and+or+nand+nor: 16.9
DFF: 32.7
adders and majority gates: 8.92
muxes: 13.8
buffers and inverters: 3.48
[cell type report]
class | count | share of cell area [%]
multi-input cells | 309 | 55.5
clock inverters | 2 | 0.460
inverters | 9 | 0.888
flip-flops and latches | 54 | 28.4
repair buffers | 38 | 9.54
clock buffers | 5 | 1.81
well taps | 102 | 3.35
[cell usage in the layout (no fill, tap or decap), types with 9 or more instances in the layout]
cell | netlist | layout
o21ai_0 | 10 | 10
mux2i_1 | 41 | 41
clkdlybuf4s50_1 | 0 | 31
nand2_1 | 14 | 14
a211oi_1 | 14 | 14
xor2_1 | 17 | 17
ha_1 | 22 | 22
a21oi_1 | 39 | 39
nor2_1 | 82 | 82
dfxtp_1 | 54 | 54
xnor2_1 | 11 | 11
inv_1 | 9 | 9
[sequential cells by signal, summed over array words and instances, names as in the netlist]
name,cells
AR.dout,16
CN.cnt,5
MR.dout,16
QM1.dout,1
QR.dout,16
[stage by stage]
stage / total power (uW) / utilization (%)
finish: 504 / 48.5
global placement: 381 / 47.4
floorplan: 344 / -
detailed placement: 382 / 47.4
CTS: 509 / 48.5
global route: 535 / 48.5
[layer usage]
layer  share of wire (%)  routed length (um)  vias to the layer above  global-route usage [%]
met5                   0                   0                        -                       0
met4                0.64                  42                        0                    1.15
met3                 2.6                 168                        4                    1.75
met2                  40                2620                       31                    25.1
met1                  57                3700                     1167                    26.4
li1                    -                   -                     1412                       -
No activity file was given, so power comes from the tool's default toggle rates.
